### ./run.sh
#!/bin/bash
# OpenROAD 26Q1-2900-gdf79404cd8, Yosys 0.63+post, stock flow scripts
make -C /OpenROAD-flow-scripts/flow DESIGN_CONFIG=/design/flow/config.mk WORK_HOME=/design/flow/orfs finish
### ./constraint.sdc
current_design tlc

set clk_period 1.2
set clk_io_pct 0.2

create_clock -name clk0 -period $clk_period [get_ports {clk}]

set non_clock_inputs [all_inputs -no_clocks]
set_input_delay [expr $clk_period * $clk_io_pct] -clock clk0 $non_clock_inputs
set_output_delay [expr $clk_period * $clk_io_pct] -clock clk0 [all_outputs]
### ./design.v
module tlc(clk,r,ta,tb,ra,ya,ga,rb,yb,gb,state);
    input clk,r,ta,tb;
    parameter garb=3'b000,yarb=3'b001,yarb2=3'b010,ragb=3'b011,rayb=3'b100,rayb2=3'b101;
    output reg ra,ya,ga,rb,yb,gb;
    reg[2:0] next;
    output reg[2:0] state;
    always @(posedge clk or posedge r)
    begin
        if(r)
        begin
            state <= 3'b000;
        end
        else
        begin
            state<=next;
        end
    end
    always @(*)
    begin
    case(state)
    garb:
        begin
        ra<=0;
        ya<=0;
        ga<=1;
        rb<=1;
        yb<=0;
        gb<=0;
        if(ta)
            next=garb;
        else
            next= yarb;
        end
    yarb:
        begin
        ra<=0;
        ya<=1;
        ga<=0;
        rb<=1;
        yb<=0;
        gb<=0;
        next=yarb2;
        end
    yarb2:
        begin
        ra<=0;
        ya<=1;
        ga<=0;
        rb<=1;
        yb<=0;
        gb<=0;
        next=ragb;
        end
    ragb:
        begin
        ra<=1;
        ya<=0;
        ga<=0;
        rb<=0;
        yb<=0;
        gb<=1;
        if(tb)
            next=ragb;
        else
            next= rayb;
        end
    rayb:
        begin
        ra<=1;
        ya<=0;
        ga<=0;
        rb<=0;
        yb<=1;
        gb<=0;
        next=rayb2;
        end
    rayb2:
        begin
        ra<=1;
        ya<=0;
        ga<=0;
        rb<=0;
        yb<=1;
        gb<=0;
        next=garb;
        end
    default:next=garb;
    endcase
    end
endmodule
`timescale 1ns/1ps
module tlc_test;
reg a,b;
reg clock;
reg reset;
wire [2:0]st;
wire RA,RB,YA,YB,GA,GB;
tlc uut(clock,reset,a,b,RA,YA,GA,RB,YB,GB,st);
initial
begin
$dumpfile("tlc.vcd");
$dumpvars(0, tlc_test);
clock=0;
reset=1;
a=1;b=0;
end
always
begin
#5 reset=0;
#2 a=0;
#2 b=1;
#12 b=0;
#1 a=1;
#5 a=0;
#10 reset=1;
end
always
begin
#2 clock<=~clock;
end
endmodule
### ./config.mk
export PLATFORM = sky130hd
export DESIGN_NAME = tlc
export DESIGN_NICKNAME = tlc
export VERILOG_FILES = /design/flow/design.v
export SDC_FILE = /design/flow/constraint.sdc
export NUM_CORES = 4
export LEC_CHECK = 1
export CORE_AREA = 10 10 70 70
export DIE_AREA = 0 0 80 80
==> GITHUB_STEP_SUMMARY <==
## PnR job results

| Metric | Value |
|---|---|
| Ordered list of cells on the worst path | `dlygate4sd2_1` |
| Number of clock buffers inserted by TritonCTS | `3` |
| Setup repair after global routing missed its margin | `false` |
| Endpoint class of the critical path | `output port` |
| Num rows | `21` |
| Delay-heaviest family, CP | `flip-flops` |
| Count of endpoints failing hold in the final timing report | `0` |
| Antenna violations before repair | `0` |
| P_leak | `~0.00022 uW` |
| Critical-path top delay cell | `dfrtp_1` |
| Number of levels the H-tree was split into | `1` |
| Final setup violation count | `0` |
| Clock Tree Buf Depth | `2` |
| Sequential power share | `0.278` |
| Max cap viols | `0` |
| Pre-Place Util | `0.08498` |
| Total inserted antenna cells | `0` |
| Worst hold path class | `in -> async` |
| Count of input and output buffers | `12` |
| Logic gate share of total power | `0.541` |
| Count of vias placed by the detailed router | `~260` |
| Core outline area | `around 3400 um^2` |
| IO Count | `13` |
| Final design instance area without fill | `about 500 um^2` |
| Relative max-transition margin | `0.8598` |
| Data arrival time of the critical path | `around 0.84 ns` |
| Number of cells in Yosys stat | `28` |
| Count of final max-slew check failures | `0` |
| Most used logic cell in the final layout | `clkdlybuf4s50_1` |
| Via count of the first global-routing pass | `about 260` |
| Initial DRC Count | `1` |
| Slew at the pin closest to its max-slew limit | `0.2096 ns` |
| Number of distinct library cells after synthesis | `18` |
| Psw | `roughly 310 uW` |
| Global route total overflow | `0` |
| Clk root buf | `clkbuf_4` |
| Detail Route Antenna Nets | `0` |
| Cell area after placement | `between 400 and 500 um^2` |
| Delay of the slowest cell on the worst path | `0.37 ns` |
| Reg clk slew, reported paths | `approximately 0.04 ns` |
| Proportion of layout cells with a drive suffix above 1 | `0.2174` |
| Mean routed wirelength per cell | `approximately 7 um` |
| Critical path launch point type | `register` |
| Count of fill cells added during filler insertion | `387` |
| Design internal power | `between 600 and 700 uW` |
| Count of endpoints without a timing constraint | `12` |
| Syn Inst Count | `28` |
| Maximum clock frequency | `just over 0.9 GHz` |
| Weighted congestion reported at the end of routability-driven placement | `around 0.73` |
| Final core utilization | `0.1469` |
| Detailed Routing Iterations Pass 1 | `2` |
| Total die area | `roughly 6400 um^2` |
| Number of synthesized register bits | `9` |
| Clock tree from TritonCTS | `done` |
| Switching share of power | `0.3258` |
| Routed wire length | `about 660 um` |
| Growth of design area from synthesis to finish | `72.84%` |
| Clk pwr share | `0.181` |
| Critical path start-end classification | `reg -> out` |
| Share of the clock period used by the worst path after layout | `0.8993` |
| Top cells excl fill/tap | `9 x clkdlybuf4s50_1, 6 x dlxtn_1` |
| Number of OpenROAD warnings | `25` |
| Post-layout instance count excluding filler cells | `roughly 90` |
| Register pins left without a clock | `6` |
| Height of the die | `around 80 um` |
| Number of warnings printed during yosys synthesis | `1` |
| Clock latency of the later-clocked register in the worst-skew pair | `about 0.23 ns` |
| VDD IR-drop max | `~370 uV` |
| Area reported by Yosys stat | `~290 um^2` |
| Layout Skew | `around 0.0012 ns` |
| Post-synthesis average cell area | `between 10 and 15 um^2` |
| Drt via density | `2.815` |
| Width of the die | `about 80 um` |
| Critical Path Fanout Max | `2` |
| Tmin final | `1.079 ns` |
| Run status | `completed` |
| Cell count after placement | `between 80 and 90` |
| Residual DRC | `0` |
| First-pass GRT wire length | `about 1100 um` |
| Critical Path RT | `between 0.9 and 1 ns` |
| Detailed placer's ending HPWL | `roughly 570 um` |
| Sum of buffers and inverters on the critical path | `1` |
| Total Negative Setup Slacks | `0 ns` |
| Hold buffers post-CTS | `0` |
| GRT Overall Usage | `0.01975` |
| Largest net degree at the start of global routing | `10` |
| Area of the mapped netlist | `290.3 um^2` |
| P per Cell Area | `approximately 1900 nW/um^2` |
## power groups by stage
stage / sequential (uW) / combinational [uW] / clock (uW)
after global routing: 278 / 581 / 193
after CTS: 268 / 537 / 179
final: 266 / 518 / 173
## state kept, by name, summed over array words and instances (netlist names)
| signal | flops |
|---|---|
| ya | 1 |
| yb | 1 |
| ra | 1 |
| state | 3 |
| rb | 1 |
| gb | 1 |
| ga | 1 |
## what timing repair did
action / 4_1_cts / 5_1_grt
gates resized: 3 / 0
buffers inserted: 0 / 0
endpoints found under the setup margin: 3 / 0
endpoints found under the hold margin: 0 / 0
## metrics by stage
step                total power [uW]  setup slack [ns]  hold WS [ns]
floorplan                      604.1            0.3146     -0.006356
global placement               833.9           0.06002        0.4138
detailed placement             838.6           0.03003        0.4173
CTS                            984.1            0.1021        0.1781
global route                    1052           0.07648        0.1945
finish                         956.9            0.1209        0.1788
## path summary, 6_finish.rpt
path                       slack [ns]  cells after the start        to      from
max                              0.12                      1  state[0]  state[0]
min in group clk0                0.57                      2  state[1]  state[2]
min reg2reg                      0.57                      2  state[1]  state[2]
max in group asynchronous        0.90                      2  state[1]         r
min                              0.18                      2  state[2]         r
max reg2reg                      0.24                      3  state[0]  state[1]
## cell usage after synthesis (all sizes together)
master | count | area share
a21o | 1 | 0.026
o21ai | 1 | 0.017
inv | 3 | 0.039
dfrtp | 3 | 0.26
dlxtn | 6 | 0.31
nor2 | 4 | 0.060
xnor2 | 1 | 0.030
nand3b | 1 | 0.026
and3b | 1 | 0.030
a221oi | 1 | 0.052
buf | 1 | 0.039
and2 | 1 | 0.030
o2bb2ai | 1 | 0.030
nand2 | 1 | 0.013
nor3 | 1 | 0.017
nor2b | 1 | 0.022
## cell type report
class                      instances  area [um^2]  area share
tap                               46        57.56      0.1147
timing repair buffer              15        138.9      0.2768
clock buffer                       4        26.28     0.05237
sequential                         9        165.2      0.3292
multi-input combinational         15        102.6      0.2045
inverter                           3        11.26     0.02244
## layer usage
layer | vias to the layer above | global-route usage | routed length [um]
met2 | 10 | 0.03772 | 336
met1 | 122 | 0.01812 | 224
li1 | 125 | - | -
met3 | 2 | 0.007955 | 81
met4 | 0 | 0.007042 | 16
met5 | - | 0 | 0
## cell families after synthesis
kind of cell | after synthesis | share of synthesized area
latches | 6 | 0.3104
compound gates | 4 | 0.1250
xor+xnor | 1 | 0.03018
buf+inv | 4 | 0.07758
simple gates | 10 | 0.1983
flops | 3 | 0.2586
Power figures rest on the tool's default switching activity, not on a simulated workload.
